==> ./design.v <==
`timescale 1ns / 1ps
module IM(
    input  [13:0]  addr,
    output [31:0]  dout
    );
    localparam INSTR_CNT = 12'd42;
    wire [0:INSTR_CNT-1][31:0] instr_rom_cell = {
        32'hffe18113,     
        32'hfff18a13,     
        32'h00318a93,     
        32'hfff12213,     
        32'h01412b33,     
        32'h00218113,     
        32'h00313293,     
        32'h01513bb3,     
        32'h00718113,     
        32'h00514313,     
        32'h00518393,     
        32'h0023c433,     
        32'h00516493,     
        32'h00716533,     
        32'h00517593,     
        32'h02218613,     
        32'h00211693,     
        32'h00c11733,     
        32'h00215693,     
        32'h00c15733,     
        32'hffc18113,     
        32'h40215693,     
        32'h40c15733,     
        32'h00518293,     
        32'h00618313,     
        32'h00629263,     
        32'h00418113,     
        32'h10118793,     
        32'h00f10623,     
        32'h00f11823,     
        32'h008003ef,     
        32'h00018293,     
        32'h00c10803,     
        32'h00c14883,     
        32'h01011903,     
        32'h01015983,     
        32'h00018293,     
        32'h0a028367,     
        32'h00018293,     
        32'h00118293,     
        32'h00218293,     
        32'h00008297      
    };
    wire [11:0] instr_index;
    assign instr_index = addr[13:2];
    assign dout = (instr_index>=INSTR_CNT) ?  0 : instr_rom_cell[instr_index];
endmodule
==> ./run.sh <==
#!/bin/bash
# OpenROAD 26Q1-2900-gdf79404cd8, Yosys 0.63+post, stock flow scripts
make -C /OpenROAD-flow-scripts/flow DESIGN_CONFIG=/design/flow/config.mk WORK_HOME=/design/flow/orfs finish
==> ./config.mk <==
export PLATFORM = sky130hd
export DESIGN_NAME = IM
export DESIGN_NICKNAME = IM
export VERILOG_FILES = /design/flow/design.v
export SDC_FILE = /design/flow/constraint.sdc
export NUM_CORES = 4
export LEC_CHECK = 1
export CORE_AREA = 10 10 91 91
export DIE_AREA = 0 0 101 101
==> ./constraint.sdc <==
current_design IM

set clk_period 8.2
set clk_io_pct 0.2

create_clock -name clk0 -period $clk_period

set non_clock_inputs [all_inputs -no_clocks]
set_input_delay [expr $clk_period * $clk_io_pct] -clock clk0 $non_clock_inputs
set_output_delay [expr $clk_period * $clk_io_pct] -clock clk0 [all_outputs]
==> flow.log <==
[report] extracting results
INFO  metric wire_length_of_the_first_global_routing_pass = 12100 um
INFO  metric worst-path-buf-inv = 4
INFO  metric synth.avg_cell_area = 5.88 um^2
INFO  metric grt.overflow.total = 0
INFO  metric gr-usage-all-layers = 14.2%
INFO  metric synthesis.area = 1910 um^2
INFO  metric fp.dieH = 101 um
INFO  metric totalNegativeSetupSlack = 0 ps
INFO  metric vdd_ir_drop_max = 0.0000469 V
INFO  metric drcViolationCount = 0
INFO  metric finalSetupViolations = 0
INFO  metric fp-utilization = 30.0%
INFO  metric post_route_cells_drive_above_1_share = 6.85%
INFO  metric place_worst_setup_slack = 1290 ps
INFO  metric detail-route-antenna-nets = 0
INFO  metric cts.hold.buffers_added = 0
INFO  metric critPathLaunchType = input pin
INFO  metric top_cells_by_area_synth = sky130_fd_sc_hd__a21oi_1, sky130_fd_sc_hd__o21ai_0, sky130_fd_sc_hd__nand2_1
INFO  metric yosys_area = 1910 um^2
INFO  metric power.leakage = 0.735 nW
INFO  metric path_class = in -> out
INFO  metric cellPowerDensity = 60.9 nW/um^2
INFO  metric synthDominantAreaCellType = sky130_fd_sc_hd__a21oi_1
INFO  metric syn2layout_area_growth = 19.5%
INFO  metric post-route-worst-setup-slack = 1220 ps
INFO  metric path_common_cell = sky130_fd_sc_hd__clkdlybuf4s50_1
INFO  metric slew_violations = 0
INFO  metric first_global_vias = 2323
INFO  metric timing.hold.worst_path_depth = 4
INFO  metric cts.repair_timing.setup_buffer_count = 0
INFO  metric dieWidth = 101 um
INFO  metric worst_path_largest_cell_delay = 720 ps
INFO  metric postSynthCellCount = 324
INFO  metric cp_cell_sequence = clkdlybuf4s50_1 -> inv_1 -> ha_1 -> xnor2_2 -> buf_4 -> nand2_2 -> o22a_1 -> o22ai_1 -> nand3_1 -> a21oi_1 -> clkdlybuf4s50_1
INFO  metric buffer_ports.inserted = 42
INFO  metric maxClockFrequency = 143 MHz
INFO  metric routabilityCongestion = 1.02
INFO  metric final_cycle_share = 85.1%
INFO  metric routed-via-count = 2571
INFO  metric boundaryPins = 46
INFO  metric worstHoldPathType = in -> out
INFO  metric transition_time_at_the_pin_with_the_least_slew_margin = 774 ps
INFO  metric grt_max_degree = 39
INFO  metric ys_seq_share = 0%
INFO  metric cts-resized-gates = 0
INFO  metric timing.critical_path.fanout_max = 20
INFO  metric layout.sequential_cells = 0
INFO  metric antenna_cells_inserted = 0
INFO  metric synth_top_area_share = 8.93%
INFO  metric synth.yosys.num_cells = 324
INFO  metric grt_setup_unrepaired = false
INFO  metric routed_via_density = 6.23
INFO  metric routed_wire_length_per_instance = 18.1 um
INFO  metric first_iter_violations = 300
INFO  metric chip_area = 10200 um^2
INFO  metric worst-path-stages = 11
INFO  metric drt-pass1-iter-count = 5
INFO  metric post-route-min-period = 6980 ps
INFO  metric drv_cap = 0
INFO  metric dpl.hpwl = 5480 um
INFO  metric ys.warnings.count = 0
INFO  metric antenna_found_initial = 0
INFO  metric rows = 29
INFO  metric synth_cell_types = 63
INFO  metric status = finished clean
INFO  metric finalHoldViolations = 0
INFO  metric seq_area = 0 um^2
INFO  metric nClkBuffers = 0
INFO  metric cp_slowest_cell = sky130_fd_sc_hd__clkdlybuf4s50_1
INFO  metric critical-path-top-delay-family = buffers and inverters
INFO  metric worst-endpoint-arrival = 5340 ps
INFO  metric routed_wirelength = 7480 um
INFO  metric setup.worst_path.end_class = primary output
INFO  metric timing.max_slew.rel_slack = 48.2%
INFO  metric critPathRequiredTime = 6560 ps
INFO  metric stage_log_warnings = 34
INFO  metric core = 6350 um^2
[where the power goes]
group          switching, W  internal [W]  total, W
combinational     0.0000899     0.0000487  0.000139
clock                     0             0         0
sequential                0             0         0
[cell usage in the layout (no fill, tap or decap), drive strengths merged, types with 4 or more instances in the layout]
cell type,synthesis,layout
nor3,17,17
nand2b,7,7
a21oi,34,34
o22ai,8,8
o21ai,36,36
and3,6,6
o2111ai,4,4
and2,5,5
a31oi,10,10
a211oi,4,4
or3,4,4
nand2,40,40
nor2b,9,9
buf,34,9
clkdlybuf4s50,0,42
xnor2,10,10
nor2,29,29
a221oi,5,5
[per-stage QoR]
step                instances  hold WS (ps)  power (W)  utilization, %  instance area [um^2]
detailed placement        413          4520   0.000134            35.9                  2280
finish                    413          4520   0.000139            35.9                  2280
global route              413          4560   0.000151            35.9                  2280
floorplan                 325          3450   0.000103               -                  1910
global placement          413          4530   0.000136            35.9                  2280
CTS                       413          4520   0.000135            35.9                  2280
[logic make-up after synthesis]
logic type               count (synthesis)  synth area share, %
adder cells (fa/ha/maj)                  3                 1.71
multiplexers                             2                 1.12
AND/OR/NAND/NOR                        134                 36.0
AND-OR/OR-AND                          126                 41.6
other                                    1                0.197
buffers and inverters                   45                 13.0
XOR/XNOR                                13                 6.37
[layer usage]
layer,wire length (um),vias up,part of all wire (%),GRT usage (%)
met5,0,-,0,0
met2,3250,150,43,21.4
met4,204,0,2.7,3.54
met1,3230,1182,43,20.4
met3,800,21,11,2.29
li1,-,1218,-,-
[path summary, 6_finish.rpt]
path | from | to
worst min-delay path | addr[2] | dout[17]
worst max-delay path | addr[4] | dout[20]
[cell type report]
type	instances	area (um^2)
multi-input cells	280	1670
repair buffers	51	488
fillers	695	4070
well taps	77	96.3
inverters	5	23.8
[cells in the mapped netlist (4+ instances only)]
| cell type | number |
|---|---|
| sky130_fd_sc_hd__nand2_1 | 37 |
| sky130_fd_sc_hd__a21oi_1 | 34 |
| sky130_fd_sc_hd__o21ai_0 | 33 |
| sky130_fd_sc_hd__nor2_1 | 29 |
| sky130_fd_sc_hd__buf_2 | 17 |
| sky130_fd_sc_hd__nor3_1 | 16 |
| sky130_fd_sc_hd__a31oi_1 | 10 |
| sky130_fd_sc_hd__nor2b_1 | 9 |
| sky130_fd_sc_hd__xnor2_1 | 9 |
| sky130_fd_sc_hd__buf_4 | 8 |
| sky130_fd_sc_hd__o22ai_1 | 8 |
| sky130_fd_sc_hd__nand2b_1 | 7 |
| sky130_fd_sc_hd__and3_1 | 6 |
| sky130_fd_sc_hd__buf_1 | 6 |
| sky130_fd_sc_hd__clkbuf_1 | 6 |
| sky130_fd_sc_hd__a221oi_1 | 5 |
| sky130_fd_sc_hd__and2_1 | 5 |
| sky130_fd_sc_hd__a211oi_1 | 4 |
| sky130_fd_sc_hd__o2111ai_1 | 4 |
| sky130_fd_sc_hd__or3_1 | 4 |
Power figures rest on the tool's default switching activity, not on a simulated workload.
