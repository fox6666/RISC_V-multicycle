$ cat flow/design.v
`timescale 1ns / 1ps
module Register_file(
    input         clk,
    input [4:0]   rs1,  
    input [4:0]   rs2,  
    input [4:0]   rd,   
    input [31:0]  WD,   
    input         RFwr, 
    output [31:0] RD1,  
    output [31:0] RD2   
    );
    reg [31:0] rf[31:0];  
    integer  i;
    initial
    begin
        for(i = 0; i < 32; i = i+1)
            rf[i] = 0;
    end
    always @ (posedge clk)
    begin
        if(RFwr)
            rf[rd] <= WD;
    end
    assign RD1 = (rs1 == 0) ? 32'd0 : rf[rs1];
    assign RD2 = (rs2 == 0) ? 32'd0 : rf[rs2];
endmodule
$ cat flow/run.sh
#!/bin/bash
# OpenROAD 26Q1-2900-gdf79404cd8, Yosys 0.63+post, stock flow scripts
make -C /OpenROAD-flow-scripts/flow DESIGN_CONFIG=/design/flow/config.mk WORK_HOME=/design/flow/orfs finish
$ cat flow/config.mk
export PLATFORM = sky130hd
export DESIGN_NAME = Register_file
export DESIGN_NICKNAME = Register_file
export VERILOG_FILES = /design/flow/design.v
export SDC_FILE = /design/flow/constraint.sdc
export NUM_CORES = 4
export LEC_CHECK = 1
export CORE_UTILIZATION = 40
$ cat flow/constraint.sdc
current_design Register_file

set clk_period 5.9
set clk_io_pct 0.2

create_clock -name clk0 -period $clk_period [get_ports {clk}]

set non_clock_inputs [all_inputs -no_clocks]
set_input_delay [expr $clk_period * $clk_io_pct] -clock clk0 $non_clock_inputs
set_output_delay [expr $clk_period * $clk_io_pct] -clock clk0 [all_outputs]
==> run notes <==
run metrics: fp_density 40.4%, Min Hold Slack 1.32 ns, Syn Area/Cell 19.6 µm², ys flops 1024, wire length per cell roughly 36 µm, Post-synth EDFFs 1024, Leak Pwr approximately 18 nW, Core Rows 125, fin crit period around 5.7 ns, Critical Path, Cell by Cell clkdlybuf4s50_1 > and2_4 > buf_4 > a22o_1 > a211oi_1 > buf_4 > nor3_1 > clkdlybuf4s50_1, clock sinks a little over 1000, worst ir drop on vdd 233 µV, # IOs roughly 110, kind of critical path input pin to output port, Power per Cell Area between 300 and 400 nW/µm², Area Overhead vs Synth 16.1%, switching power 3.74 mW, Max Slew Vio Count 0, final tally of hold violations 0, count of final setup violators 0, initial antenna violation count 11, first-pass GRT wire length 214 mm, Tool Warnings 26, P_int 12.6 mW, largest net degree at the start of global routing 67, Post-Synthesis Cells 2400, CTS tree built, crit path DRT 4.72 ns, Detailed Route WL around 150 mm, max reg flops 1024, HP Start WD[21], post-route antenna net violation count 0, Die Wd 345 µm, initial detailed-routing violation count 1697, RSZ-0062 raised after global routing no, Post-synth ARST share 0%, total CTS buffers 103, Critical-path top delay cell clkdlybuf4s50_1, Max Cap Viol 0, Buffers on Ports 112, Seq share, synth between 60% and 70%, clock root buffer clkbuf_16, # Cells Yosys 2400, biggest registers after layout rf x1024, die height 345 µm, post-route clock period utilization 96.5%, fmax between 150 and 200 MHz, Crit Path Max Fanout 18, fraction of layout cells with a size suffix above 1 between 30 and 40%, DR vias/cell 6.35, CP arrival approximately 4.5 ns, grt ovf 0, crit path launch rs2[3], Sw Ratio between 20 and 25%, Setup Fix Bufs, Post-CTS 0, H-tree levels 3, slew margin rel. between 30% and 40%, dpl hpwl 94.9 mm, chip area approximately 120000 µm², main flop type edfxtp_1, Most flops, register rf, Worst-Margin Slew 0.984 ns, Final WS setup roughly 0.2 ns, Syn. warnings 1, # DRC 0, core area 116000 µm², count of different cell masters after synthesis roughly 40, startpoint class of the critical path input pin, clock network power share between 40% and 50%, status complete, no violations, Combinational Power Share under 10%, Hold-fix buffers, CTS 0, vias in the first global route 30300, Worst-path clk slew roughly 0.060 ns, CTS Buffer Depth 3, GP Congestion 0.935, crit path capture type output port, Post-Syn Area 47000 µm², DP Worst Slack -0.190 ns, chip area line of the yosys report roughly 47000 µm², worst min-delay path class input pin to flop, sequential power share between 40 and 50%, DR vias approximately 27000, CP max stage delay 0.73 ns, Pre-antenna DRT Iters 5, Total GRT Usage 28.5%
## worst max-delay path: cells and delay by family
family	cells	cell delay (ns)
buf+inv	4	1.79
simple gates	2	1.20
compound gates	2	0.33
## cells in the mapped netlist, drive strengths merged, types with 13 or more instances
| cell | instances | share of area [%] |
|---|---|---|
| a2111oi | 31 | 0.58 |
| a211o | 23 | 0.43 |
| a211oi | 47 | 0.75 |
| a21oi | 46 | 0.49 |
| a221oi | 23 | 0.43 |
| a22o | 62 | 1.2 |
| and2 | 13 | 0.17 |
| buf | 97 | 1.3 |
| clkbuf | 104 | 0.83 |
| edfxtp | 1024 | 65 |
| inv | 25 | 0.20 |
| mux2 | 24 | 0.58 |
| mux2i | 183 | 3.9 |
| mux4 | 425 | 20 |
| nand2 | 65 | 0.52 |
| nor2 | 35 | 0.28 |
| nor3 | 33 | 0.36 |
| o221ai | 31 | 0.58 |
| o22ai | 55 | 0.73 |
## metal layers
layer / track usage, % / vias to the layer above / routed length [µm]
li1: - / 10800 / -
met1: 29.5 / 13500 / 43800
met2: 40.9 / 2103 / 69900
met3: 25.8 / 341 / 31300
met4: 9.06 / 28 / 6280
met5: 4.93 / - / 783
## stage by stage
stage	power [mW]	util [%]	instance area, µm²	instances	setup TNS (ns)
2_1_floorplan	9.05	-	47000	2400	0
3_3_place_gp	9.79	43.8	51000	4021	-0.318
6_report	16.4	46.9	54500	4220	0
3_5_place_dp	9.81	43.8	51000	4021	-0.536
5_1_grt	16.8	46.9	54500	4219	0
4_1_cts	16.4	46.8	54500	4216	0
## placed cells by master (no fill, tap or decap), types with 9 or more instances in the layout
cell type,instances
edfxtp_1,1024
mux4_2,425
mux2i_1,183
buf_4,161
clkbuf_16,107
clkdlybuf4s50_1,105
nand2_1,64
a22o_1,62
o22ai_1,55
a211oi_1,47
a21oi_1,46
nor2_4,33
o221ai_1,31
a2111oi_0,29
nor3_1,27
buf_12,26
inv_1,24
a221oi_1,23
a211o_1,23
clkinv_2,22
mux2_1,19
clkinv_1,19
bufinv_16,13
and2_1,12
clkbuf_1,11
clkinvlp_4,11
a32o_1,9
nor4_1,9
## area by class of cell
| class | instances | area [µm²] |
|---|---|---|
| inverter | 25 | 96.3 |
| timing repair buffer | 298 | 2850 |
| sequential | 1024 | 30700 |
| clock buffer | 118 | 2720 |
| multi-input combinational | 1150 | 15400 |
| antenna | 4 | 10.0 |
| clock inverter | 77 | 759 |
| tap | 1524 | 1910 |
| fill | 9392 | 61800 |
## cell families (layout without fill, tap and decap cells)
group,Yosys count,count (layout),share of synthesized area [%]
compound gates,331,331,5.41
simple gates,187,187,1.94
other cells,0,4,0
mux,632,632,24.9
buf+inv,226,518,2.31
flops,1024,1024,65.5
## power groups by stage
stage,Combinational (mW),Sequential [mW],Clock (mW)
6_report,1.55,8.13,6.70
4_1_cts,1.53,8.13,6.78
5_1_grt,1.64,8.14,7.05
## worst paths after layout
kind / cells past startpoint / end / slack, ns
max: 8 / RD2[0] / 0.21
min: 2 / rf[18][21] / 1.32
## repair_timing
action / 4_1_cts / 5_1_grt
resized: 5 / 1
cloned: 0 / 0
endpoints found under the setup margin: 5 / 1
Power is estimated from default activity; no workload was simulated.
